`constraint.sdc`:
```
current_design smg_top

set clk_period 3.2
set clk_io_pct 0.2

create_clock -name clk0 -period $clk_period [get_ports {clk}]

set non_clock_inputs [all_inputs -no_clocks]
set_input_delay [expr $clk_period * $clk_io_pct] -clock clk0 $non_clock_inputs
set_output_delay [expr $clk_period * $clk_io_pct] -clock clk0 [all_outputs]
```
`config.mk`:
```
export PLATFORM = sky130hd
export DESIGN_NAME = smg_top
export DESIGN_NICKNAME = smg_top
export VERILOG_FILES = /design/flow/design.v
export SDC_FILE = /design/flow/constraint.sdc
export NUM_CORES = 4
export LEC_CHECK = 1
export CORE_UTILIZATION = 40
```
`design.v`:
```
module number_gen (
	input clk,     
	input rst_n,   
	output 	[7:0]	number_data
);
	parameter	 T_demulti = 12'd4000; 
	reg		[11:0]	count1;
	reg 	[11:0]	count2;
	always_ff @(posedge clk or negedge rst_n) begin : proc_T1_demultiplication
		if(~rst_n) begin
			count1 <= 11'b0;
		end else begin
			if(count1 == T_demulti) begin
				count1 <= 11'b0;
			end else begin
				count1 <= count1 + 1'b1;
			end
		end
	end  
	always_ff @(posedge clk or negedge rst_n) begin : proc_T2_demultiplication
		if(~rst_n) begin
			count2 <= 11'b0;
		end else begin
			if(count2 == T_demulti) begin
				count2 <= 11'b0;
			end else begin
				if(count1 == T_demulti) begin
					count2 <= count2 + 1'b1;
				end
			end
		end  
	end  
	reg		[7:0]	rnumber_data;
	always_ff @(posedge clk or negedge rst_n) begin : proc_rnumber_data
		if(~rst_n) begin
			rnumber_data <= 0;
		end else begin
			if(count2 == T_demulti) begin
				rnumber_data <= rnumber_data + 1'b1;
			end
		end
	end
	assign	number_data = rnumber_data;
endmodule  
module smg_display (
	input clk,     
	input rst_n,   
	input    [7:0]    number_data,
	output   [1:0]    column_scan_signal,   
	output   [7:0]    row_scan_signal
);
	reg [31:0] rten_data;
	reg [31:0] rone_data;
	always_ff @(posedge clk or negedge rst_n) begin : proc_data_gen
		if(~rst_n) begin
			rten_data <= 0;
			rone_data <= 0;
		end else begin
			rten_data <= number_data/10;
			rone_data <= number_data%10;
		end
	end  
	parameter    _0 = 8'b1100_0000,    _1 = 8'b1111_1001,    _2 = 8'b1010_0100,
				 _3 = 8'b1011_0000,    _4 = 8'b1001_1001,    _5 = 8'b1001_0010,
				 _6 = 8'b1000_0010,    _7 = 8'b1111_1000,    _8 = 8'b1000_0000,
				 _9 = 8'b1001_0000;
	reg [7:0] rten_smg_data;   
	always_ff @(posedge clk) begin : proc_rten_smg_data
		if(~rst_n) begin
			rten_smg_data <= 8'hff;
		end else begin
			case (rten_data)
				4'd0	  :	rten_smg_data <= _0;
				4'd1	  :	rten_smg_data <= _1;
				4'd2	  :	rten_smg_data <= _2;
				4'd3	  :	rten_smg_data <= _3;
				4'd4	  :	rten_smg_data <= _4;
				4'd5	  :	rten_smg_data <= _5;
				4'd6	  :	rten_smg_data <= _6;
				4'd7	  :	rten_smg_data <= _7;
				4'd8	  :	rten_smg_data <= _8;
				4'd9	  :	rten_smg_data <= _9;
				default   : ;
			endcase  
		end  
	end  
	reg [7:0] rone_smg_data;   
	always_ff @(posedge clk) begin : proc_rone_smg_data
		if(~rst_n) begin
			rone_smg_data <= 8'hff;
		end else begin
			case (rone_data)
				4'd0	  :	rone_smg_data <= _0;
				4'd1	  :	rone_smg_data <= _1;
				4'd2	  :	rone_smg_data <= _2;
				4'd3      :	rone_smg_data <= _3;
				4'd4	  :	rone_smg_data <= _4;
				4'd5	  :	rone_smg_data <= _5;
				4'd6	  :	rone_smg_data <= _6;
				4'd7	  :	rone_smg_data <= _7;
				4'd8	  :	rone_smg_data <= _8;
				4'd9	  :	rone_smg_data <= _9;
				default   : ;
			endcase  
		end  
	end  
	parameter	 T_demulti = 10'd707; 
	reg [9:0] count1;
	reg [9:0] count2;
	always_ff @(posedge clk or negedge rst_n) begin : proc_T1_demultiplication
		if(~rst_n) begin
			count1 <= 10'b0;
		end else begin
			if(count1 == T_demulti) begin
				count1 <= 10'b0;
			end else begin
				count1 <= count1 + 1'b1;
			end
		end
	end  
	always_ff @(posedge clk or negedge rst_n) begin : proc_T2_demultiplication
		if(~rst_n) begin
			count2 <= 10'b0;
		end else begin
			if(count2 == T_demulti) begin
				count2 <= 10'b0;
			end else begin
				if(count1 == T_demulti) begin
					count2 <= count2 + 1'b1;
				end
			end
		end  
	end  
	reg [1:0] rcolumn_scan_signal;
	always_ff @(posedge clk or negedge rst_n) begin : proc_rcolumn_scan_signal
		if(~rst_n) begin
			rcolumn_scan_signal <= 2'b10;
		end else begin
			if(count2 == T_demulti) begin
				rcolumn_scan_signal <= {rcolumn_scan_signal[0],rcolumn_scan_signal[1]};
			end	
		end
	end  
	reg [7:0] rrow_scan_signal;
	always_ff @(posedge clk or negedge rst_n) begin : proc_rrow_scan_signal
		if(~rst_n) begin
			rrow_scan_signal <= 8'b0;
		end else begin
			case (rcolumn_scan_signal)
				2'b10	:	rrow_scan_signal <= rone_smg_data;
				2'b01 	: 	rrow_scan_signal <= rten_smg_data;
				default : 	rrow_scan_signal <= 2'bz;
			endcase
		end
	end  
	assign 	column_scan_signal = rcolumn_scan_signal;
	assign 	row_scan_signal = rrow_scan_signal;
endmodule  
module smg_top (
	input clk,     
	input rst_n,   
	output 	[1:0] 	column_scan_signal,
	output 	[7:0]	row_scan_signal
);
	logic 	[7:0]	number_data;
	number_gen 			u_0(
		.clk        (clk),
		.rst_n      (rst_n),
		.number_data(number_data)
		);
	smg_display u_1(
		.clk               (clk),
		.rst_n             (rst_n),
		.number_data       (number_data),
		.column_scan_signal(column_scan_signal),
		.row_scan_signal   (row_scan_signal)
		);
endmodule
```
`run.sh`:
```
#!/bin/bash
# OpenROAD 26Q1-2900-gdf79404cd8, Yosys 0.63+post, stock flow scripts
make -C /OpenROAD-flow-scripts/flow DESIGN_CONFIG=/design/flow/config.mk WORK_HOME=/design/flow/orfs finish
```
==> flow_summary.json <==
{
  "critPathMaxFanout": 3,
  "edf_count": 0,
  "htree_levels": 4,
  "finalWorstSetupSlack_ps": -28.2,
  "period_minus_slack_ps": 3230,
  "slew-limit-headroom_pct": 61.1,
  "report.final.slew_viol_count": 0,
  "grt_max_degree": 51,
  "layout-drive-gt1-share_pct": 19.9,
  "worstPathRequired_ps": 3540,
  "die_h_um": 123,
  "synth_flops": 113,
  "cts_inserted_buffers": 17,
  "clockRootBuffer": "clkbuf_16",
  "clk_path_buf_depth": 2,
  "ir_drop_mv": 0.383,
  "ys_types": 76,
  "yosys_warnings": 3,
  "clock_sinks": 113,
  "grtUsageMet3_pct": 3.65,
  "drt_wl_total_um": 11700,
  "ys_sh_adder_pct": 3.38,
  "setup_violations": 4,
  "rr_startpoint": "u_0.rnumber_data[6]$_DFFE_PN0N_",
  "antenna_found_initial": 0,
  "final-hold-violation-count": 0,
  "ys_cells": 606,
  "cts_tree": "built",
  "ios": 12,
  "finish.utilization_pct": 51.2,
  "port_buffers": 11,
  "rrSetupSlack_ps": -30,
  "async_reset_ff_share_pct": 87.6,
  "postRouteAntennaNets": 0,
  "hpwl_um": 7870,
  "synth_cells": 606,
  "drt_iter0_markers": 248,
  "cp-end-kind": "flip-flop",
  "p_leak_nw": 3.29,
  "diodes": 0,
  "num_vias": 4512,
  "postCtsHoldBufs": 0,
  "startpoint": "u_0.rnumber_data[6]$_DFFE_PN0N_",
  "ys_chip_area_sq_mm": 0.00581,
  "synthSimpleGateAreaFrac_pct": 23.4,
  "met1_usage_pct": 26.6,
  "die_w_um": 123,
  "violations": "negative setup slack",
  "vias_per_cell": 5.35,
  "top_logic_kind": "simple AND/OR/NAND/NOR gates",
  "crit_slowest_cell": "or4_4",
  "synth.cellmix.compoundShare_pct": 13.4,
  "warning_count": 35,
  "finalClockPeriodUsage_pct": 101,
  "arrival_ps": 3570,
  "hold_class": "primary input to asynchronous set/reset pin",
  "reg2reg_to": "u_1.rone_data[13]$_DFF_PN0_",
  "clock_skew_ps": 5.90,
  "grt_usage_pct": 17.3,
  "syn_avg_cell_area_sq_um": 9.58,
  "cp_cell_sequence": "nor2_4, inv_2, ha_4, and3b_1, o31a_1, or4_4, a32oi_2, and2_4, xnor2_4, ha_2, maj3_2, a21o_1, a211o_1, nand2_1",
  "crit_path_end": "u_1.rone_data[13]$_DFF_PN0_",
  "grt_pass1_vias": 4288,
  "globalRouteOverflowTotal": 0,
  "wire_per_inst_um": 13.8,
  "crit_type": "flip-flop to flip-flop",
  "drtPass1Iterations": 5,
  "clk_pin_slew_ps": 60,
  "grt_pass1_wl_um": 20300,
  "std_cell_rows": 43,
  "xor_share_pct": 8.12,
  "drc": 0,
  "fp.coreArea_sq_mm": 0.0140,
  "synth.top_cell.area_share_pct": 42.2,
  "tightest_slew_ps": 583,
  "clk_latency_ps": 410,
  "gp_congestion": 0.880,
  "ff_type": "dfrtp_1",
  "use_met2_pct": 26.3,
  "top_area_cell": "dfrtp_1",
  "worstRegToRegCells": 14,
  "p_total_w": 0.00358,
  "p_per_area_mw_per_mm2": 497,
  "layout-area-overhead-vs-synth_pct": 23.9,
  "drv_cap": 0,
  "fp-utilization_pct": 41.4,
  "mux_share_pct": 0.711,
  "die_area_sq_mm": 0.0150,
  "rsz0062_at_grt": "true",
  "ys_seq_share_pct": 47.5,
  "ys_top_cells_by_area": "dfrtp_1, dfxtp_1, xnor2_1, nor2_1, nand2_1",
  "max_stage_delay_ps": 420,
  "cp-start-kind": "flip-flop",
  "outcome": "finished with violations",
  "netlist_area_sq_mm": 0.00581,
  "grt_busiest_layer": "met1",
  "fmax_ghz": 0.310
}
==> through the flow <==
stage	cell area, sq um	TNS (ps)	std cells	worst slack [ps]	hold slack (ps)
after detailed placement	6380	-649	807	-122	461
after CTS	7090	-277	840	-61.2	249
after floorplan	5890	-841	606	-201	344
after global routing	7190	-1860	844	-180	276
final	7190	-82.3	844	-28.2	232
after global placement	6380	-336	807	-54.8	463
==> worst min path at each step <==
| stage | to | slack, ps | cells after the start |
|---|---|---|---|
| final | u_1.count2[3]$_DFFE_PN0P_ | 230 | 1 |
| after global routing | u_1.rrow_scan_signal[1]$_DFF_PN0_ | 280 | 1 |
| after CTS | u_1.count1[9]$_DFF_PN0_ | 250 | 1 |
==> cell usage in the layout, fill, tap and decap left out, types with 4 or more instances in the layout <==
| master | count |
|---|---|
| dfrtp_1 | 98 |
| nor2_1 | 66 |
| nand2_1 | 53 |
| buf_4 | 43 |
| nand3_1 | 37 |
| xnor2_1 | 30 |
| o21ai_0 | 24 |
| xor2_1 | 22 |
| inv_1 | 17 |
| clkbuf_16 | 17 |
| a21oi_1 | 16 |
| nand4_1 | 15 |
| nor3_1 | 14 |
| dfxtp_1 | 14 |
| ha_1 | 11 |
| nand2b_1 | 10 |
| clkdlybuf4s50_1 | 10 |
| a22oi_1 | 9 |
| nor2b_1 | 8 |
| nor4_1 | 8 |
| and3_1 | 7 |
| o211ai_1 | 6 |
| a211oi_2 | 5 |
| nor3_2 | 5 |
| inv_6 | 5 |
| bufinv_16 | 5 |
| or2_2 | 4 |
| or3_1 | 4 |
| nand3b_1 | 4 |
| o31ai_1 | 4 |
| a21o_1 | 4 |
| o21ai_1 | 4 |
==> per-layer routing <==
| metal | share of wire, % | up-vias |
|---|---|---|
| met5 | 0 | - |
| met4 | 1.6 | 0 |
| met3 | 4.0 | 15 |
| met2 | 46 | 85 |
| met1 | 48 | 2172 |
| li1 | - | 2240 |
==> Yosys cell counts, types with 3 or more instances <==
master / instances
a211o_1: 3
a211oi_1: 4
a21boi_0: 3
a21o_1: 4
a21oi_1: 17
a22oi_1: 9
and3_1: 9
and4_1: 3
buf_1: 4
buf_2: 9
clkbuf_1: 16
dfrtp_1: 98
dfxtp_1: 14
ha_1: 14
inv_1: 19
mux2i_1: 3
nand2_1: 53
nand2b_1: 11
nand3_1: 37
nand3b_1: 4
nand4_1: 15
nor2_1: 67
nor2b_1: 8
nor3_1: 20
nor4_1: 9
o211ai_1: 6
o21ai_0: 24
o21ai_1: 5
o311ai_0: 4
o31ai_1: 4
or2_2: 4
or3_1: 4
xnor2_1: 30
xor2_1: 22
==> cells by family after synthesis <==
kind of cell / after synthesis
simple gates: 263
compound gates: 107
xor+xnor: 53
buf+inv: 50
mux: 4
fa+ha+maj: 16
flops: 113
==> sequential cells by signal (all words and copies together) (netlist names) <==
signal / cells
u_0.count2: 12
u_1.rten_smg_data: 7
u_0.rnumber_data: 8
u_1.rone_smg_data: 7
u_0.count1: 12
u_1.rrow_scan_signal: 8
u_1.rcolumn_scan_signal: 2
u_1.count1: 10
u_1.rone_data: 32
u_1.rten_data: 5
u_1.count2: 10
==> power breakdown <==
group          switching [W]  internal, W
Combinational      0.0000274   0.00000552
Sequential        0.00000509      0.00144
Clock               0.000692      0.00141
==> what timing repair did <==
item,CTS,global route
pin swaps,2,6
endpoints found under the setup margin,8,30
buffers inserted,1,4
gates resized,8,16
==> area by class of cell <==
class                      count  area [sq um]
inverter                      20          75.1
timing repair buffer          56           465
clock buffer                  18           439
clock inverter                14           223
multi-input combinational    443          3010
sequential                   113          2760
tap                          180           225
fill                        1161          6850
==> worst max-delay path, delay by kind of cell, from the launching register on <==
| kind | cells | cell delay, ps |
|---|---|---|
| flip-flops | 1 | 400 |
| AND-OR/OR-AND | 4 | 890 |
| adder cells (fa/ha/maj) | 3 | 720 |
| buffers and inverters | 1 | 60 |
| AND/OR/NAND/NOR | 5 | 1010 |
| XOR/XNOR | 1 | 70 |
Power and IR drop assume default switching activity.
